## flow/design.v

```verilog
`timescale 1ns / 1ps
module alphabet(
	 input RESET,
    input Clk,
    input LONG,
    input SHORT,
	 input END_CHAR,
    output [4:0] LETTER,
    output STROBE
    );
reg[4:0] STATE, LETTER_REG;
reg STROBE_REG;
assign LETTER = LETTER_REG;
assign STROBE = STROBE_REG;
localparam
	INIT = 5'b00000,
	A = 5'b00001,
	B = 5'b00010,
	C = 5'b00011,
	D = 5'b00100,
	E = 5'b00101,
	F = 5'b00110,
	G = 5'b00111,
	H = 5'b01000,
	I = 5'b01001,
	J = 5'b01010,
	K = 5'b01011,
	L = 5'b01100,
	M = 5'b01101,
	N = 5'b01110,
	O = 5'b01111,
	P = 5'b10000,
	Q = 5'b10001,
	R = 5'b10010,
	S = 5'b10011,
	T = 5'b10100,
	U = 5'b10101,
	V = 5'b10110,
	W = 5'b10111,
	X = 5'b11000,
	Y = 5'b11001,
	Z = 5'b11010,
	DONE = 5'b11111;
always @ (posedge Clk)
begin
	if(RESET)
	begin
		STATE <= INIT;
		STROBE_REG <= 1'b0;
		LETTER_REG <= 5'b00000;
	end
	else
	begin
		case(STATE)
			INIT:
			begin
				STROBE_REG <= 0;
				if(SHORT) STATE<=E;
				if (LONG) STATE <=T;
			end
			A:
			begin
				if(SHORT) STATE<=R;
				if (LONG) STATE <=W;
				if(END_CHAR) STATE<=DONE;
				LETTER_REG <= STATE;
			end
			B:
			begin
				if(END_CHAR) STATE<=DONE;
				LETTER_REG <= STATE;
			end
			C:
			begin
				if(END_CHAR) STATE<=DONE;
				LETTER_REG <= STATE;
			end
			D:
			begin
				if(SHORT) STATE<=B;
				if (LONG) STATE <=X;
				if(END_CHAR) STATE<=DONE;
				LETTER_REG <= STATE;
			end
			E:
			begin
				if(SHORT) STATE<=I;
				if (LONG) STATE <=A;
				if(END_CHAR) STATE<=DONE;
				LETTER_REG <= STATE;
			end
			F:
			begin
				if(END_CHAR) STATE<=DONE;
				LETTER_REG <= STATE;
			end
			G:
			begin
				if(SHORT) STATE<=Z;
				if (LONG) STATE <=Q;
				if(END_CHAR) STATE<=DONE;
				LETTER_REG <= STATE;
			end
			H:
			begin
				if(END_CHAR) STATE<=DONE;
				LETTER_REG <= STATE;
			end
			I:
			begin
				if(SHORT) STATE<=S;
				if (LONG) STATE <=U;
				if(END_CHAR) STATE<=DONE;
				LETTER_REG <= STATE;
			end
			J:
			begin
				if(END_CHAR) STATE<=DONE;
				LETTER_REG <= STATE;
			end
			K:
			begin
				if(SHORT) STATE<=C;
				if (LONG) STATE <=Y;
				if(END_CHAR) STATE<=DONE;
				LETTER_REG <= STATE;
			end
			L:
			begin
				if(END_CHAR) STATE<=DONE;
				LETTER_REG <= STATE;
			end
			M:
			begin
				if(SHORT) STATE<=G;
				if (LONG) STATE <=O;
				if(END_CHAR) STATE<=DONE;
				LETTER_REG <= STATE;
			end
			N:
			begin
				if(SHORT) STATE<=D;
				if (LONG) STATE <=K;
				if(END_CHAR) STATE<=DONE;
				LETTER_REG <= STATE;
			end
			O:
			begin
				if(END_CHAR) STATE<=DONE;
				LETTER_REG <= STATE;
			end
			P:
			begin
				if(END_CHAR) STATE<=DONE;
				LETTER_REG <= STATE;
			end
			Q:
			begin
				if(END_CHAR) STATE<=DONE;
				LETTER_REG <= STATE;
			end
			R:
			begin
				if(SHORT) STATE<=L;
				if(END_CHAR) STATE<=DONE;
				LETTER_REG <= STATE;
			end
			S:
			begin
				if(SHORT) STATE<=H;
				if (LONG) STATE <=V;
				if(END_CHAR) STATE<=DONE;
				LETTER_REG <= STATE;
			end
			T:
			begin
				if(SHORT) STATE<=N;
				if (LONG) STATE <=M;
				if(END_CHAR) STATE<=DONE;
				LETTER_REG <= STATE;
			end
			U:
			begin
				if(SHORT) STATE<=F;
				if(END_CHAR) STATE<=DONE;
				LETTER_REG <= STATE;
			end
			V:
			begin
				if(END_CHAR) STATE<=DONE;
				LETTER_REG <= STATE;
			end
			W:
			begin
				if(SHORT) STATE<=P;
				if (LONG) STATE <=J;
				if(END_CHAR) STATE<=DONE;
				LETTER_REG <= STATE;
			end
			X:
			begin
				if(END_CHAR) STATE<=DONE;
				LETTER_REG <= STATE;
			end
			Y:
			begin
				if(END_CHAR) STATE<=DONE;
				LETTER_REG <= STATE;
			end
			Z:
			begin
				if(END_CHAR) STATE<=DONE;
				LETTER_REG <= STATE;
			end
			DONE: STROBE_REG <= 1'b1;
			default: STATE <= 5'bXXXXX;
		endcase
	end
end
endmodule
```

## flow/run.sh

```bash
#!/bin/bash
# OpenROAD 26Q1-2900-gdf79404cd8, Yosys 0.63+post, stock flow scripts
make -C /OpenROAD-flow-scripts/flow DESIGN_CONFIG=/design/flow/config.mk WORK_HOME=/design/flow/orfs finish
```

## flow/config.mk

```make
export PLATFORM = sky130hd
export DESIGN_NAME = alphabet
export DESIGN_NICKNAME = alphabet
export VERILOG_FILES = /design/flow/design.v
export SDC_FILE = /design/flow/constraint.sdc
export NUM_CORES = 4
export LEC_CHECK = 1
export CORE_AREA = 10 10 87 87
export DIE_AREA = 0 0 97 97
```

## flow/constraint.sdc

```tcl
current_design alphabet

set clk_period 3.9
set clk_io_pct 0.2

create_clock -name clk0 -period $clk_period [get_ports {Clk}]

set non_clock_inputs [all_inputs -no_clocks]
set_input_delay [expr $clk_period * $clk_io_pct] -clock clk0 $non_clock_inputs
set_output_delay [expr $clk_period * $clk_io_pct] -clock clk0 [all_outputs]
```

==> flow.log <==
[metrics] run summary
[metrics] reg2reg path depth: 5
[metrics] top fanout value on the critical path: 19
[metrics] Core Util at FP: 24.3%
[metrics] Critical Path RT: 3990 ps
[metrics] clock transition time at the flip-flop clock pins of the worst setup and hold paths: 50 ps
[metrics] register area share after synthesis: 16.0%
[metrics] most instantiated flip-flop cell in the synthesis netlist: sky130_fd_sc_hd__dfxtp_1
[metrics] cell family with the largest share of critical-path delay: simple AND/OR/NAND/NOR gates
[metrics] result of the run: complete, no violations
[metrics] horizontal die dimension: 97 um
[metrics] Longest Clk Path Bufs: 2
[metrics] share of async-settable or async-resettable flops after synthesis: 0%
[metrics] signed area change from the synthesized netlist to the final layout: 11.9%
[metrics] Final ANT Viol Nets: 0
[metrics] post-synthesis cell count from yosys: 199
[metrics] CP Class: primary input to flop
[metrics] number of buffers created by CTS: 3
[metrics] kind of path behind the tightest hold check: flop to flop
[metrics] number of antenna violations at the first check in global routing: 0
[metrics] cell area after synthesis: 0.00137 mm2
[metrics] Critical R2R Capture: STATE[1]$_SDFFE_PP0P_
[metrics] Wirelength per Cell: 15.4 um
[metrics] Final Hold Violation Tally: 0
[metrics] average instance area after synthesis: 6.90 um2
[metrics] CP max stage cell: sky130_fd_sc_hd__clkdlybuf4s50_1
[metrics] clock tree from TritonCTS: built
[metrics] fraction of final layout cells sized beyond drive strength 1: 11.2%
[metrics] R2R Path Start: STATE[2]$_SDFFE_PP0P_
[metrics] RSZ-0062 raised after global routing: false
[metrics] share of the cycle needed by the critical path after routing: 73.1%
[metrics] clock root buffer: sky130_fd_sc_hd__clkbuf_8
[metrics] detailed-route wire length: 4.13 mm
[metrics] Buf/Inv on CP: 1
[metrics] transition time at the pin with the least slew margin: 839 ps
[metrics] die height: 97 um
[metrics] global route overflow: 0
[metrics] synth warn: 1
[metrics] Hold Path Stages: 2
[metrics] clock sink count: 11
[metrics] Reg2Reg Setup Slack: 1400 ps
[metrics] post-route minimum period: 2850 ps
[metrics] clock insertion delay at the later pin of the skew report: 240 ps
[metrics] yosys-reported design area after synthesis: 0.00137 mm2
[metrics] worst clock skew on the final layout: 3.17 ps
[metrics] Max-Cap Viols: 0
[metrics] drt drc: 0
[metrics] routability cong.: 0.975
[metrics] Top cell by count, worst path: sky130_fd_sc_hd__nor2_1
[metrics] site row count: 27
[metrics] setup bufs post-CTS: 0
[metrics] number of buffers inserted by hold repair at cts: 0
[metrics] H-tree levels: 1
[metrics] Max IR drop VDD: 0.299 mV
[metrics] io pins: 11
[metrics] n_diodes: 0
[metrics] HP Start: LETTER_REG[0]$_SDFFE_PP0P_
[metrics] overall die area: 0.00941 mm2
[metrics] power density over the cells: 854 mW/mm2
[metrics] Post-Place Cell Area: 0.00149 mm2
[metrics] number of enable flip-flop cells: 0
[metrics] area of the placeable core: 0.00564 mm2
[metrics] Mapped Cells: 199
[metrics] Max Clock Freq: 0.351 GHz
[metrics] count of state elements after synthesis: 11
[metrics] Pre-antenna DRT Iters: 4
[metrics] number of global-route vias before repair: 1331
[metrics] pin count of the biggest net entering global routing: 35
[metrics] cells traversed along the worst timing path: clkdlybuf4s50_1 > nor2_1 > a211oi_1 > nor2_1 > nor2_1 > a2111oi_2 > a221oi_1
[metrics] Cell variety after synth: 52
[metrics] Worst Setup Start Kind: primary input
[metrics] crit path capture type: flop
[metrics] Leak: 0.479 nW
[metrics] total number of vias: 1491
[metrics] first-pass GRT wire length: 6.70 mm
[metrics] summed area of non-filler cells in the final layout: 0.00154 mm2
[metrics] post-cts gate resize count: 0
[metrics] Tot GR Track Use: 8.10%
[metrics] worst hold path endpoint: LETTER_REG[0]$_SDFFE_PP0P_
[metrics] average vias per placed instance: 5.54
[metrics] HPWL reported at the end of detailed placement: 2.81 mm
[metrics] Starting DRT DRC Count: 263
[metrics] arrival time reported for the critical path endpoint: 2950 ps
[metrics] setup TNS: 0 ps
[metrics] max-slew violation count: 0
[metrics] count of endpoints failing setup in the final report: 0
[metrics] number of warnings in the stage logs: 25
[metrics] biggest cell delay along the critical path: 740 ps
[metrics] Max-Slew Margin vs Limit: 44.0%
[metrics] worst setup path startpoint: END_CHAR
[metrics] Port Buffers: 10
flip-flops by register name (all words and copies together), names as in the netlist:
| name | count |
|---|---|
| STATE | 5 |
| STROBE_REG | 1 |
| LETTER_REG | 5 |
worst max-delay path by stage:
| stage | endpoint | slack, ps | cells after the start |
|---|---|---|---|
| after CTS | STATE[2]$_SDFFE_PP0P_ | 1100 | 7 |
| after global routing | STATE[3]$_SDFFE_PP0P_ | 860 | 7 |
| final | STATE[2]$_SDFFE_PP0P_ | 1050 | 7 |
cell usage after synthesis (2+ instances only):
| cell | count | area (um2) |
|---|---|---|
| sky130_fd_sc_hd__a22oi_1 | 3 | 22.5 |
| sky130_fd_sc_hd__a221oi_1 | 2 | 17.5 |
| sky130_fd_sc_hd__or2_2 | 2 | 12.5 |
| sky130_fd_sc_hd__a21oi_1 | 19 | 95.1 |
| sky130_fd_sc_hd__a31oi_1 | 2 | 12.5 |
| sky130_fd_sc_hd__a32oi_1 | 2 | 17.5 |
| sky130_fd_sc_hd__mux2i_1 | 3 | 30.0 |
| sky130_fd_sc_hd__o21ai_0 | 16 | 80.1 |
| sky130_fd_sc_hd__clkbuf_1 | 2 | 7.51 |
| sky130_fd_sc_hd__nand2b_1 | 9 | 56.3 |
| sky130_fd_sc_hd__o2bb2ai_1 | 3 | 26.3 |
| sky130_fd_sc_hd__xor2_1 | 2 | 17.5 |
| sky130_fd_sc_hd__nor2_1 | 19 | 71.3 |
| sky130_fd_sc_hd__a21oi_2 | 2 | 17.5 |
| sky130_fd_sc_hd__dfxtp_1 | 11 | 220 |
| sky130_fd_sc_hd__nand2_1 | 17 | 63.8 |
| sky130_fd_sc_hd__nand3_1 | 4 | 20.0 |
| sky130_fd_sc_hd__nor4_1 | 2 | 12.5 |
| sky130_fd_sc_hd__o211ai_1 | 4 | 30.0 |
| sky130_fd_sc_hd__o21bai_1 | 3 | 22.5 |
| sky130_fd_sc_hd__o22ai_1 | 2 | 12.5 |
| sky130_fd_sc_hd__a211oi_1 | 4 | 30.0 |
| sky130_fd_sc_hd__nor2b_1 | 6 | 37.5 |
| sky130_fd_sc_hd__buf_2 | 16 | 80.1 |
| sky130_fd_sc_hd__nor3_1 | 14 | 70.1 |
| sky130_fd_sc_hd__inv_1 | 3 | 11.3 |
| sky130_fd_sc_hd__o32ai_1 | 2 | 17.5 |
cells in the final DEF, fill, tap and decap left out, types with 4 or more instances in the layout:
master and count:
sky130_fd_sc_hd__o21ai_0 16, sky130_fd_sc_hd__buf_4 5, sky130_fd_sc_hd__nor2_1 19, sky130_fd_sc_hd__a211oi_1 4, sky130_fd_sc_hd__nand2b_1 9, sky130_fd_sc_hd__clkdlybuf4s50_1 10
sky130_fd_sc_hd__nand3_1 4, sky130_fd_sc_hd__nor3_1 14, sky130_fd_sc_hd__nand2_1 17, sky130_fd_sc_hd__dfxtp_1 11, sky130_fd_sc_hd__a21oi_1 19, sky130_fd_sc_hd__nor2b_1 6
sky130_fd_sc_hd__o211ai_1 4
per-stage QoR:
stage          setup slack [ps]  instances  hold WS, ps  utilization (%)  power [mW]
3_5_place_dp                837        265          450             26.4        1.19
4_1_cts                    1100        269          468             27.2        1.31
3_3_place_gp                857        265          453             26.4        1.19
2_1_floorplan              1790        199          422                -       0.989
5_1_grt                     863        269          483             27.2        1.44
6_report                   1050        269          468             27.2        1.31
cell type report:
cell class / count / area, um2
Clock buffer: 3 / 41.3
Clock inverter: 1 / 5.00
Fill cell: 609 / 4110
Inverter: 4 / 15.0
Multi-Input combinational cell: 163 / 1030
Sequential cell: 11 / 220
Tap cell: 72 / 90.1
Timing Repair Buffer: 15 / 138
metal layers:
layer | part of all wire [%] | up-vias | track usage [%]
met5 | 0 | - | 0
li1 | - | 736 | -
met2 | 46 | 52 | 13.1
met3 | 6.8 | 6 | 1.50
met1 | 46 | 697 | 11.0
met4 | 1.3 | 0 | 1.58
where the power goes:
group	internal [mW]	switching [mW]
combinational	0.393	0.559
clock	0.0701	0.0417
sequential	0.156	0.0932
total	0.619	0.694
worst reg2reg max path: stages (launching register included):
cell                        delay [ps]
sky130_fd_sc_hd__dfxtp_1           860
sky130_fd_sc_hd__inv_1             400
sky130_fd_sc_hd__a2111oi_4         460
sky130_fd_sc_hd__a21oi_2           170
sky130_fd_sc_hd__nor4_1            410
sky130_fd_sc_hd__nor3_1             70
cells by family after synthesis:
logic type                count (synthesis)  synth area share [%]
AOI/OAI and AO/OA                        79                  42.6
DFF                                      11                  16.0
buffers and inverters                    25                  9.12
xor gates and xnor gates                  2                  1.28
and+or+nand+nor                          79                  28.8
muxes                                     3                  2.19
Power figures rest on the tool's default switching activity, not on a simulated workload.
