$ cat ./design.v
`timescale 1ns / 1ps
module button_sm(input CLK, input RESET, input PB, output SHORT, output LONG
    );
reg [5:0] state;
reg [27:0] counter;
reg [0:0] short_reg;
reg [0:0] long_reg;
assign SHORT = short_reg;
assign LONG = long_reg;
localparam
	INI	= 6'b000001,
	WAIT = 6'b000010,
	BP = 6'b000100,
	SHORT_STATE = 6'b001000,
	LONGWAIT = 6'b010000,
	LONG_STATE = 6'b100000;
always @(posedge CLK, posedge RESET)
	begin
		if(RESET)
			begin
				state <= INI;
				short_reg <= 1'b0;
				long_reg <= 1'b0; 
				counter <= 28'b0000000000000000000000000000;
			end
		else 
		begin
			case (state)
				INI: begin
					short_reg <= 1'b0;
					long_reg <= 1'b0;
					counter <= 28'b0000000000000000000000000000;
					if(PB)
						begin
							state <= WAIT;
						end
				end
				WAIT: begin
					counter <= counter + 1;
					if(!PB)
						begin
							state <= INI;
						end
					else if (counter[23]) 
						begin
							state <= BP;
						end
				end
				BP: begin
					counter <= counter + 1;
					if(PB)
						begin
							if(counter[25])
								begin
									state <= LONGWAIT;
								end
						end
					else  
						begin
							if(counter[24])
								begin
									state <= LONG;
								end
							else
								begin
									state <= SHORT_STATE;
								end
						end
				end
				SHORT_STATE: begin
					short_reg <= 1'b1;
					state <= INI;
				end
				LONGWAIT: begin
					if(!PB)
					 	begin
					 		state <= LONG_STATE;
					 	end
				end
				LONG_STATE: begin
					long_reg <= 1'b1;
					state <= INI;
				end
			endcase
		end
	end
endmodule
$ cat ./run.sh
#!/bin/bash
# OpenROAD 26Q1-2900-gdf79404cd8, Yosys 0.63+post, stock flow scripts
make -C /OpenROAD-flow-scripts/flow DESIGN_CONFIG=/design/flow/config.mk WORK_HOME=/design/flow/orfs finish
$ cat ./config.mk
export PLATFORM = sky130hd
export DESIGN_NAME = button_sm
export DESIGN_NICKNAME = button_sm
export VERILOG_FILES = /design/flow/design.v
export SDC_FILE = /design/flow/constraint.sdc
export NUM_CORES = 4
export LEC_CHECK = 1
export CORE_AREA = 10 10 112 112
export DIE_AREA = 0 0 122 122
$ cat ./constraint.sdc
current_design button_sm

set clk_period 4.1
set clk_io_pct 0.2

create_clock -name clk0 -period $clk_period [get_ports {CLK}]

set non_clock_inputs [all_inputs -no_clocks]
set_input_delay [expr $clk_period * $clk_io_pct] -clock clk0 $non_clock_inputs
set_output_delay [expr $clk_period * $clk_io_pct] -clock clk0 [all_outputs]
==> README.md <==
| Group | Parameter | This run |
|:---|:---|:---|
| worst setup path | CP endpoint | counter[7]$_DFFE_PP0P_ |
| job | Number of maximum-capacitance constraint violations | 0 |
| die | Chip height | 122 um |
| clock network | Number of buffers on the longest clock path | 2 |
| synth | Post-synth EDFFs | 0 |
| routing | Pre-antenna DRT Iters | 4 |
| sta | Final count of pins violating max slew | 0 |
| die | Die extent in x | 122 um |
| worst setup path | Kind of end point of the critical path | register |
| final layout | Largest register by flop count | counter |
| worst setup path | Startpoint kind of the worst setup timing path | register |
| final layout | Most common logic cell in the routed design | dfrtp_1 |
| sta | Final setup violation count | 0 |
| power | Static Leakage | 0.954 nW |
| final layout | Area added between synthesis and finish | 12.8% |
| sta | Post-Route Skew | 0.00433 ns |
| synth | Commonest flop | dfrtp_1 |
| sta | Final Hold Slack | 0.472 ns |
| clock network | TritonCTS sink count | 34 |
| clock network | Clock tree root buffer cell | clkbuf_8 |
| clock network | Clock-pin slew on the worst setup and hold paths | 0.07 ns |
| synth | Avg Cell Area, Syn | 9.74 um^2 |
| final layout | Non-filler instance count after layout | 337 |
| worst setup path | Capturing point of the worst reg2reg path | counter[7]$_DFFE_PP0P_ |
| global routing | Pin count of the biggest net entering global routing | 35 |
| synth | Portion of the post-synthesis area used by sequential elements | 44.2% |
| clock network | Post-CTS sizing | 0 |
| global routing | Overflow left after global routing | 0 |
| synth | Count of distinct cell types in the synthesized netlist | 45 |
| worst setup path | Worst reg2reg setup slack | 1.79 ns |
| worst setup path | Critical path start-end classification | register to register |
| synth | Cell total in the yosys stat output | 198 |
| synth | Chip Area, Yosys | 0.00193 mm^2 |
| sta | Unrepaired setup endpoints after global routing | false |
| routing | WL met2 | 1.61 mm |
| job | Number of warnings in the stage logs | 25 |
| power | Total power per unit cell area | 276 mW/mm^2 |
| clock network | TritonCTS buffer count | 5 |
| die | Core utilization at floorplan | 18.8% |
| sta | Worst max-slew margin expressed relative to the limit | 50.5% |
| power | Power after layout | 600 uW |
| power | Maximum VDD drop | 0.116 mV |
| sta | Final-layout setup total negative slack | 0 ns |
| sta | Max Clock Freq | 433 MHz |
| run status | Outcome | complete, no violations |
| routing | Highest signal layer in the routed design | met4 |
| worst setup path | Origin of the critical flop-to-flop path | state[3]$_DFFE_PP0P_ |
| clock network | Clk latency of the worst-skew pair | 0.28 ns |
| routing | DR WL/cell | 10.6 um |
| routing | Number of antenna diodes | 0 |
| worst setup path | Required time of the critical path | 4.31 ns |
| routing | Violation tally from detailed-route iteration zero | 145 |
| die | I/O pins | 5 |
| sta | Final critical delay including setup and external delays | 2.31 ns |
| global routing | Global-route wire length before repair | 6.33 mm |
| die | Num rows | 37 |
| routing | Wire length on met1 | 1.77 mm |
| routing | Number of nets with antenna violations after detailed routing | 0 |
| final layout | Registers with the most flip-flops | counter (26), state (6) |
| global routing | All-layer global routing usage | 4.93% |
| final layout | Commonest non-fill, non-tap cells in the layout | 33 x dfrtp_1, 30 x nand2_1, 18 x nand3_1, 18 x mux2i_1, 10 x nand4_1 |
| sta | Slew at the pin with the worst max-slew slack | 0.739 ns |
| worst setup path | CP max FO | 11 |
| routing | Wire length reported by the detailed router | 3.59 mm |
| final layout | Number of flip-flops under the largest register name | 26 |
| routing | Remaining routing DRC violations | 0 |
| die | Core Footprint | 0.0102 mm^2 |
| synth | Post-synth design cell area | 0.00193 mm^2 |
| final layout | Final Util | 21.3% |
| hold path | HP Class | register to register |
| worst setup path | Reg2reg path depth | 4 |
| hold path | Launch instance of the worst min-delay path | counter[21]$_DFFE_PP0P_ |
| global routing | Number of antenna violations at the first check in global routing | 0 |
| clock network | Buffers inserted during post-CTS setup optimization | 0 |
| worst setup path | Critical path arrival | 2.52 ns |
| synth | Flip-flop and latch count after synthesis | 34 |
| synth | Synthesis warning total | 1 |
| clock network | CTS tree | built |
| worst setup path | Launch point of the worst path | state[3]$_DFFE_PP0P_ |
| final layout | Fraction of layout instances using a drive strength above 1 | 9.95% |
| routing | Via count normalized by instance count | 4.41 |
| placed design | Count of buffers from port buffering | 4 |
| global routing | Vias in the first global route | 1345 |
| clock network | Hold_buf cts | 0 |
| sta | Final Hold Violation Tally | 0 |
| sta | Portion of the clock cycle consumed by the worst path in the final layout | 56.4% |
| clock network | H-Tree Level Count | 2 |
| routing | Total via count in the routed design | 1485 |
| synth | Synthesized netlist cell count | 198 |
| synth | Post-synth ARST share | 100% |
| die | Die Footprint | 0.0149 mm^2 |
| hold path | Hold Crit Depth | 1 |
| routing | Total met3 wirelength after detailed routing | 167 um |
| placed design | Total placed cells including tap cells | 329 |
| placed design | DP HPWL | 2.39 mm |
| placed design | Gpl congestion | 0.856 |
## power breakdown
| part | internal [mW] | total (mW) | leakage (nW) | switching (mW) |
|---|---|---|---|---|
| Clock | 0.135 | 0.253 | 0.0472 | 0.119 |
| Sequential | 0.335 | 0.335 | 0.461 | 0 |
| Combinational | 0.00274 | 0.0110 | 0.446 | 0.00822 |
| Total | 0.473 | 0.600 | 0.954 | 0.127 |
## Yosys cell counts, types with 2 or more instances
| library cell | number | share of area [%] |
|---|---|---|
| buf_2 | 4 | 1.0 |
| and3_1 | 7 | 2.3 |
| nor3b_1 | 2 | 0.78 |
| o21ai_0 | 4 | 1.0 |
| nor3_1 | 2 | 0.52 |
| nor4b_1 | 2 | 0.91 |
| a31oi_1 | 2 | 0.65 |
| inv_1 | 6 | 1.2 |
| dfrtp_1 | 33 | 43 |
| buf_6 | 2 | 1.2 |
| nand2_1 | 30 | 5.8 |
| xnor2_1 | 2 | 0.91 |
| a32oi_1 | 2 | 0.91 |
| nand3_1 | 18 | 4.7 |
| o211ai_1 | 6 | 2.3 |
| a21oi_1 | 2 | 0.52 |
| nor4_4 | 2 | 2.2 |
| nand4_1 | 10 | 3.2 |
| o31ai_1 | 6 | 2.3 |
| nor2_1 | 8 | 1.6 |
| clkbuf_1 | 4 | 0.78 |
| nor2b_1 | 2 | 0.65 |
| xor2_1 | 2 | 0.91 |
| o311ai_0 | 2 | 0.91 |
| mux2i_1 | 18 | 9.3 |
## cell families (layout without fill, tap and decap cells)
group,after synthesis,in the layout,share of synthesized area [%]
muxes,19,19,9.93
DFF,34,34,44.2
AOI/OAI and AO/OA,30,30,11.5
buffers and inverters,17,20,4.93
xor gates and xnor gates,4,4,1.82
adders and majority gates,1,1,0.649
and+or+nand+nor,93,93,27.0
## critical path, stage by stage, from the launching register on
cell and delay [ns]:
dfrtp_1 0.52, or4_4 0.58, nor3_2 0.64, and4_2 0.33
mux2i_1 0.17
## routing by layer
metal  vias to the layer above  global-route usage, %
met5                         -                      0
met4                         0                  0.596
met3                         4                   1.08
met2                        28                   7.81
met1                       712                   6.98
li1                        741                      -
## stage by stage
stage / worst slack, ns / cell area, um^2
global placement: 1.77 / 2080
detailed placement: 1.75 / 2080
floorplan: 2.36 / 1930
finish: 1.79 / 2180
CTS: 1.77 / 2180
global route: 1.65 / 2180
## worst min-delay path by stage
stage                                     end  slack [ns]
after CTS             counter[17]$_DFFE_PP0P_        0.48
final                 counter[21]$_DFFE_PP0P_        0.47
after global routing  counter[21]$_DFFE_PP0P_        0.50
## layout make-up
class                   instances  area (um^2)
repair buffers                  6         55.1
clock inverters                 2         12.5
multi-input cells             147          981
flip-flops and latches         34          852
fillers                      1097         8060
well taps                     136          170
inverters                       6         22.5
clock buffers                   6         82.6
Power figures rest on the tool's default switching activity, not on a simulated workload.
